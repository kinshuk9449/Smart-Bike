## ./run.sh

```bash
#!/bin/bash
# OpenROAD 26Q1-2900-gdf79404cd8, Yosys 0.63+post, stock flow scripts
make -C /OpenROAD-flow-scripts/flow DESIGN_CONFIG=/design/flow/config.mk WORK_HOME=/design/flow/orfs finish
```

## ./config.mk

```make
export PLATFORM = sky130hd
export DESIGN_NAME = group
export DESIGN_NICKNAME = group
export VERILOG_FILES = /design/flow/design.v
export SDC_FILE = /design/flow/constraint.sdc
export NUM_CORES = 4
export LEC_CHECK = 1
export CORE_UTILIZATION = 30
```

## ./constraint.sdc

```tcl
current_design group

set clk_period 14.5
set clk_io_pct 0.2

create_clock -name clk0 -period $clk_period [get_ports {clk}]

set non_clock_inputs [all_inputs -no_clocks]
set_input_delay [expr $clk_period * $clk_io_pct] -clock clk0 $non_clock_inputs
set_output_delay [expr $clk_period * $clk_io_pct] -clock clk0 [all_outputs]
```

## ./design.v

```verilog
module group (
    input wire clk,                
    input wire btn,                
    output reg main_led,        
    output reg[17:0] heartrate    
);
  reg[32:0] count;
reg[32:0] clkResetCount = 50000000;
reg[32:0] startClk;
reg prevState;
initial begin
    count = 32'h00000000;
    heartrate = 18'h000000000;  
    startClk = 32'h00000000;
    prevState = 0;
    heartrate = 0;
end
always @(posedge clk)
begin
    count = count + 1;
    if (prevState == 0 && btn == 1)
    begin
        main_led = 1;
        prevState = 1;
        startClk = count;
    end
    else if (prevState == 1 && btn == 0 && (count - startClk) < clkResetCount && startClk > 0)
    begin
        startClk = 0;
        heartrate = heartrate + (1);
    end
    else if (prevState == 1 && btn == 1 && (count - startClk) > clkResetCount && startClk > 0)
    begin
        main_led = 0;
        heartrate = heartrate + (1);
        startClk = 0;
    end
    else if (prevState == 1 && btn == 0)
    begin
        main_led = 0;
        prevState = 0;
    end
end
endmodule
```

==> flow_summary_export.csv <==
group,metric,value,unit
worst_setup_path,critPathKind,"flip-flop to flip-flop",
yosys,yosys_register_bits,86,
worst_setup_path,cp-end-kind,"flip-flop",
cts,cts_buffers,9,
hold_path,min_path_type,"flip-flop to flip-flop",
floorplanning,io_pins,21,
drt,via_count,4529,
layout,drive_above_1_share,5.11,%
yosys,synth-edff-count,51,
drt,diodes,0,
drt,drt-met1-wl,6650,microns
power,power_leakage,2.52,nW
job,cap_viol_max_count,0,
power,vdd_ir_drop_max,40.9,uV
cts,insertion_delay,0.35,ns
drt,met3_length,517,microns
drt,dr.pass1.iters,5,
timing,worst_hold_slack,0.454,ns
power,p_per_area,81.5,nW/um^2
yosys,synth_warnings,1,
timing,fin_crit_sh,39.0,%
layout,regArea,2230,sq um
yosys,synth_area,5860,sq um
cts,ctsRootBufferMaster,"clkbuf_16",
drt,drt-wirelength-per-cell,13.7,microns
drt,avgViaCountPerCell,4.89,
global_route,grt_pass1_wl,21400,microns
yosys,netlist_instances,646,
floorplanning,die_h,142,microns
layout,final.fill_count,1949,
timing,setup_ws,8.85,ns
drt,highest_layer,"met4",
cts,cts_tree,"built",
worst_setup_path,cp.required,14.50,ns
timing,rsz0062_at_grt,"no",
cts,cts_setup_buffers,0,
place,dp_hpwl,9980,microns
layout,final-comb-area,3370,sq um
drt,routed-wl-met2,5210,microns
timing,fmax,177,MHz
floorplanning,num_rows,50,
timing,hold_viol,0,
drt,drtIter0Drc,309,
timing,fin_crit,5.65,ns
yosys,synth_top_area_share,26.1,%
timing,slew_headroom,59.8,%
yosys,yosys_most_used_dff,"edfxtp_1",
yosys,ys_types,72,
timing,setup-tns-final,0,ns
floorplanning,die_area,20100,sq um
yosys,avgSynthCellArea,9.07,sq um
yosys,ys_cells,646,
global_route,overflow,0,
job,warning_count,25,
yosys,top_area_cell,"edfxtp_1",
cts,cts.path.max_buffers,2,
worst_setup_path,worst-path-max-fanout,33,
place,gp_congestion,0.960,
floorplanning,die_w,142,microns
cts,clock-sinks,86,
cts,clkTransAtPathRegs,0.06,ns
global_route,grt_pass1_vias,4327,
yosys,synth.most_common_cell,"nand2_1",
place,io_buffers,20,
floorplanning,fp_util,31.0,%
worst_setup_path,startpoint_type,"flip-flop",
place,dpl_worst_slack,8.85,ns
drt,drcViolationCount,0,
cts,cts_resized,0,
yosys,async_reset_ff_share,0,%
hold_path,hold_depth,1,
timing,skew,0.00828,ns
worst_setup_path,r2r_cells,19,
cts,hold_buffers,0,
drt,drt_wl_total,12700,microns
global_route,grt_max_degree,35,
global_route,grt.total_usage,13.7,%
yosys,synthTopCellsByCount,"nand2_1, edfxtp_1, inv_1",
yosys,postSynthSeqShare,38.1,%
global_route,grt_antenna_before_repair,0,
timing,final_max_slew_viol_count,0,
timing,setup_violations,0,
yosys,synth.area.top_cells,"edfxtp_1, dfxtp_1, ha_1, xnor2_1, xor2_1",
drt,ant_nets,0,
outcome,status,"complete, no violations",
layout,syn_to_final_growth,12.5,%
floorplanning,core,18900,sq um
timing,tightest_slew,0.595,ns
cts,htreeDepth,3,
worst_setup_path,crit_arrival,5.65,ns
yosys,ys_chip_area,5860,sq um
-- layout by cell type (no fill, tap or decap), types with 4 or more instances in the layout --
cell type / netlist / routed
and2_1: 5 / 5
nor3_1: 12 / 12
and3_1: 19 / 19
nor4_1: 10 / 10
edfxtp_1: 51 / 51
a21oi_1: 41 / 41
a211oi_1: 9 / 9
o21ai_0: 19 / 19
a31oi_1: 4 / 4
nor2_1: 44 / 44
nand3_1: 23 / 23
inv_1: 45 / 45
clkbuf_16: 0 / 9
o21bai_1: 5 / 5
nand2b_1: 5 / 5
xor2_1: 26 / 26
clkdlybuf4s50_1: 0 / 20
o211ai_1: 8 / 8
o21a_1: 9 / 9
ha_1: 34 / 34
a21o_1: 9 / 9
xnor2_1: 42 / 42
dfxtp_1: 35 / 35
nand4_1: 16 / 16
nor2b_1: 35 / 35
nand2_1: 56 / 56
-- through the flow --
stage               total power [mW]  cells  utilization [%]  area (sq um)
CTS                            0.545    926             34.9          6590
floorplan                      0.313    646                -          5860
global route                   0.561    926             34.9          6590
finish                         0.537    926             34.9          6590
global placement               0.328    910             33.5          6320
detailed placement             0.328    910             33.5          6320
-- sequential cells by signal, summed over array words and instances (netlist names) --
register	count
count	33
heartrate	18
main_led	1
prevState	1
startClk	33
-- worst max-delay path, stage by stage, from the launching register on --
cell	delay [ns]
dfxtp_1	0.43
nand4_1	0.19
nor3_1	0.52
and3_1	0.35
nand4_1	0.15
inv_1	0.12
and3_1	0.17
xor2_1	0.23
ha_1	0.34
a21o_1	0.24
a31o_2	0.23
a221oi_1	0.39
o21ai_0	0.14
a211oi_1	0.24
o211ai_1	0.12
a2111oi_0	0.39
o2111a_1	0.32
nand3_1	0.17
o311ai_4	0.12
buf_4	0.43
-- per-layer routing --
layer | track usage, % | vias up
li1 | - | 2375
met1 | 21.3 | 2055
met2 | 20.2 | 79
met3 | 2.34 | 20
met4 | 3.11 | 0
met5 | 0 | -
-- area by class of cell --
type,count,area share [%]
clock inverters,7,0.683
inverters,45,2.56
well taps,260,4.94
flip-flops and latches,86,33.9
clock buffers,9,3.42
repair buffers,23,3.38
multi-input cells,496,51.2
-- power by group --
part	internal [mW]	switching (mW)
clock network	0.116	0.0981
logic	0.0210	0.0301
registers	0.267	0.00524
total	0.404	0.133
-- kinds of logic (layout without fill, tap and decap cells) --
logic type / after synthesis / in the layout / share of synthesized area, %
AND/OR/NAND/NOR: 245 / 245 / 21.9
AND-OR/OR-AND: 146 / 146 / 17.3
flip-flops: 86 / 86 / 38.1
XOR/XNOR: 68 / 68 / 10.2
buffers and inverters: 64 / 84 / 4.61
adder cells (fa/ha/maj): 35 / 35 / 7.60
multiplexers: 2 / 2 / 0.363
-- final timing paths --
| check | from | end | slack (ns) |
|---|---|---|---|
| max reg2reg | count[0]$_DFF_P_ | startClk[0]$_SDFFCE_PN0P_ | 8.85 |
| min | count[0]$_DFF_P_ | count[0]$_DFF_P_ | 0.45 |
| max | count[0]$_DFF_P_ | startClk[0]$_SDFFCE_PN0P_ | 8.85 |
| min reg2reg | count[0]$_DFF_P_ | count[0]$_DFF_P_ | 0.45 |
Power and IR drop assume default switching activity.
